[flow/run.sh]
#!/bin/bash
# OpenROAD 26Q1-2900-gdf79404cd8, Yosys 0.63+post, stock flow scripts
make -C /OpenROAD-flow-scripts/flow DESIGN_CONFIG=/design/flow/config.mk WORK_HOME=/design/flow/orfs finish
[flow/config.mk]
export PLATFORM = sky130hd
export DESIGN_NAME = vga_640x480
export DESIGN_NICKNAME = vga_640x480
export VERILOG_FILES = /design/flow/design.v
export SDC_FILE = /design/flow/constraint.sdc
export NUM_CORES = 4
export LEC_CHECK = 1
export CORE_AREA = 10 10 94 94
export DIE_AREA = 0 0 104 104
[flow/constraint.sdc]
current_design vga_640x480

set clk_period 2.8
set clk_io_pct 0.2

create_clock -name clk0 -period $clk_period [get_ports {pclk}]

set non_clock_inputs [all_inputs -no_clocks]
set_input_delay [expr $clk_period * $clk_io_pct] -clock clk0 $non_clock_inputs
set_output_delay [expr $clk_period * $clk_io_pct] -clock clk0 [all_outputs]
[flow/design.v]
`timescale 1 ns / 1 ns
module vga_640x480(pclk, reset, hsync, vsync, valid, h_cnt, v_cnt);
   input        pclk;
   input        reset;
   output       hsync;
   output       vsync;
   output       valid;
   output [9:0] h_cnt;
   output [9:0] v_cnt;
   parameter    h_frontporch = 96;
   parameter    h_active = 144;
   parameter    h_backporch = 784;
   parameter    h_total = 800;
   parameter    v_frontporch = 2;
   parameter    v_active = 35;
   parameter    v_backporch = 515;
   parameter    v_total = 525;
   reg [9:0]    x_cnt;
   reg [9:0]    y_cnt;
   wire         h_valid;
   wire         v_valid;
   always @(posedge reset or posedge pclk)
      if (reset == 1'b1)
         x_cnt <= 1;
      else 
      begin
         if (x_cnt == h_total)
            x_cnt <= 1;
         else
            x_cnt <= x_cnt + 1;
      end
   always @(posedge pclk)
      if (reset == 1'b1)
         y_cnt <= 1;
      else 
      begin
         if (y_cnt == v_total & x_cnt == h_total)
            y_cnt <= 1;
         else if (x_cnt == h_total)
            y_cnt <= y_cnt + 1;
      end
   assign hsync = ((x_cnt > h_frontporch)) ? 1'b1 : 
                  1'b0;
   assign vsync = ((y_cnt > v_frontporch)) ? 1'b1 : 
                  1'b0;
   assign h_valid = ((x_cnt > h_active) & (x_cnt <= h_backporch)) ? 1'b1 : 
                    1'b0;
   assign v_valid = ((y_cnt > v_active) & (y_cnt <= v_backporch)) ? 1'b1 : 
                    1'b0;
   assign valid = ((h_valid == 1'b1) & (v_valid == 1'b1)) ? 1'b1 : 
                  1'b0;
   assign h_cnt = ((h_valid == 1'b1)) ? x_cnt - 144 : 
                  {10{1'b0}};
   assign v_cnt = ((v_valid == 1'b1)) ? y_cnt - 35 : 
                  {10{1'b0}};
endmodule
==> summary.txt <==
yosys + openroad results -> outcome finished with violations, failing checks negative setup slack, layout cells sized above 1 20.9%, crit path from x_cnt[0], Total GRT Usage 6.66%, Synth Area per Inst 8.16 µm², met3 wire len 187 µm, fin crit period 2.83 ns, Inserted Diodes 0, port bufs 23, Startpoint Class register, P_sw 104 µW, DP Area 0.00183 mm², Final Wtd Congestion 0.884, Avg WL per Cell 11.9 µm, maximum VDD drop 0.276 mV, pin count of the biggest net entering global routing 14, Num CTS Buffers 3, yosys warns 1, final count of pins violating max slew 0, clock-pin slew on the worst setup and hold paths 0.08 ns, total negative slack -0.0571 ns, worst reg2reg path endpoint y_cnt[5], CP Data Arrival Time 2.27 ns, Pint 479 µW, crit path kind register to output port, PwrDens 281 mW/mm², final period utilization 101%, synthesized instance count 182, via count 1334, Register-to-Register Setup Slack 0.47 ns, top cell type by instance count after synthesis nor2_1, r2r worst-path depth 9, Fmax 353 MHz, tool warnings 33, count of cell types in the netlist 42, WHS 0.534 ns, IO Pins 25, initial antenna violation count 0, LEAKAGE 0.870 nW, Setup WS post-layout -0.0338 ns, HPWL Detailed 2.61 mm, vias in the first global route 1291, total chip power 583 µW, Worst R2R Start x_cnt[4], first-pass GRT wire length 6.25 mm, area grow syn2layout 39.8%, Latency at later pin 0.26 ns, cell count in the Yosys report 182, DRT Pass-1 Iters 4, CP Data Required Time 2.24 ns, total grt overflow 0, Hold Vio Cnt, Final 0, number of fill cells in the layout 723, Placement Rows 30, fp util 21.7%, main flop type dfxtp_1, Slew @ Worst Pin 0.558 ns, core area 0.00683 mm², Top Metal Used met4, RSZ-0062 raised after global routing yes, Cell Area, Synth 0.00149 mm², crit-path max FO 5, largest area contributor in the netlist dfrtp_1, Rel. slew slack 62.8%, routed vias/inst 4.35, clock skew 0.00329 ns, Comb gate area 0.00103 mm², drt initial violations 71, drt total wl 3.66 mm, fin area 0.00208 mm², Flop pwr share 49.1%, CTS tree yes, Root Driver clkbuf_8, DRC violations left 0, M1 wire length 1.79 mm, post-route ant nets 0, most frequent cells after synthesis nor2_1, xnor2_1, nor3_1, Clock Path Buffers 2, area share, top type 15.2%, register share after synthesis 30.4%, final setup violation count 4, Top cells by area dfrtp_1, dfxtp_1, xnor2_1, ha_1, nor3_1, crit path to valid, Die Footprint 0.0108 mm², yosys-reported design area after synthesis 0.00149 mm², Async SR Flop Fraction 50.0%, Comb power frac 1.3%, Die Y 104 µm, Worst setup EP type output port, CTS HTree Levels 1, sw frac 17.8%, Post-synth EDFFs 0, die extent in x 104 µm, CTS sink count 20, min-delay worst type register to register, register area 453 µm², met2 routed WL 1.67 mm, number of max-cap violations 0, Clk network pwr share 49.6%, Yosys reg bits 20, worst hold start y_cnt[9]
layout by cell type (no fill, tap or decap), drive strengths merged, types with 2 or more instances in the layout:
master	n
nor3	14
and2	3
nand3	7
nand2b	2
a21oi	9
dlygate4sd2	2
or3	6
clkdlybuf4s50	17
nor4bb	2
nor2	18
xnor2	15
buf	16
o21ai	9
a211oi	3
nor3b	2
ha	9
a21boi	2
nand2	11
xor2	5
inv	12
dlymetal6s2s	4
o211a	2
dfxtp	10
dfrtp	9
nand4	5
clkbuf	3
stage by stage:
step	setup slack [ns]	util (%)	cells
2_1_floorplan	0.646	-	182
6_report	-0.0338	30.4	307
3_3_place_gp	0.144	26.8	297
4_1_cts	-0.0123	29.5	305
5_1_grt	-0.142	30.4	307
3_5_place_dp	0.122	26.8	297
layout make-up:
cell class	count	area share, %
well taps	96	5.79
multi-input cells	136	49.5
flip-flops and latches	20	21.8
clock buffers	3	1.99
inverters	12	2.17
clock inverters	1	1.45
repair buffers	39	17.2
worst min-delay path by stage:
| stage | depth (start not counted) | end |
|---|---|---|
| 6_report | 2 | y_cnt[9] |
| 5_1_grt | 2 | y_cnt[9] |
| 4_1_cts | 2 | y_cnt[9] |
layer usage:
layer | up-vias | GRT usage, %
li1 | 685 | -
met1 | 626 | 8.85
met2 | 21 | 10.5
met3 | 2 | 2.44
met4 | 0 | 0.497
met5 | - | 0
power groups by stage:
stage / sequential, mW / clock [mW] / combinational (mW)
4_1_cts: 0.286 / 0.298 / 0.00813
5_1_grt: 0.286 / 0.311 / 0.00892
6_report: 0.286 / 0.289 / 0.00774
flip-flops by register name, summed over array words and instances, names as in the netlist:
register  count
x_cnt        10
y_cnt        10
critical path, cell delays in order, from the launching register on:
cell and delay, ns:
dfstp_2 0.53, inv_1 0.06, ha_2 0.18, nor4bb_4 0.15, o21ai_4 0.23, a211oi_4 0.13, nor3_2 0.22, clkdlybuf4s50_1 0.51
repair_timing:
| item | CTS | global route |
|---|---|---|
| resized | 17 | 12 |
| endpoints found under the setup margin | 11 | 15 |
| hold buffers | 0 | 0 |
| cloned | 1 | 1 |
| pin swaps | 2 | 1 |
| setup buffers | 3 | 1 |
cell families after synthesis:
group                      Yosys count  synth area share [%]
xor gates and xnor gates            20                  11.8
other                                1                 0.252
AOI/OAI and AO/OA                   28                  12.6
and+or+nand+nor                     75                  27.2
adders and majority gates            9                  7.58
buffers and inverters               28                  9.52
muxes                                1                 0.674
DFF                                 20                  30.4
Power figures rest on the tool's default switching activity, not on a simulated workload.
